==> config.mk <==
export PLATFORM = sky130hd
export DESIGN_NAME = writeback
export DESIGN_NICKNAME = writeback
export VERILOG_FILES = /design/flow/design.v
export SDC_FILE = /design/flow/constraint.sdc
export NUM_CORES = 4
export LEC_CHECK = 1
export CORE_AREA = 10 10 126 126
export DIE_AREA = 0 0 136 136
==> constraint.sdc <==
current_design writeback

set clk_period 10.5
set clk_io_pct 0.2

create_clock -name clk0 -period $clk_period

set non_clock_inputs [all_inputs -no_clocks]
set_input_delay [expr $clk_period * $clk_io_pct] -clock clk0 $non_clock_inputs
set_output_delay [expr $clk_period * $clk_io_pct] -clock clk0 [all_outputs]
==> design.v <==
package constants_pkg;
typedef enum logic [1:0] {
    ADD = 2'b00,
    SUB = 2'b01,
    AND = 2'b10,
    OR =  2'b11
} aluSel_e  ;
endpackage
parameter logic [31:0] ZERO = 32'd0;
 module writeback #(
     parameter int DWIDTH=32,
     parameter int AWIDTH=32
 )(
     input logic [AWIDTH-1:0] pc_i,
     input logic [DWIDTH-1:0] alu_res_i,
     input logic [DWIDTH-1:0] memory_data_i,
     input logic [1:0] wbsel_i,
     input logic brtaken_i,
     input logic [DWIDTH-1:0] imm_i,
     input logic pcsel_i,
     output logic [DWIDTH-1:0] writeback_data_o,
     output logic [AWIDTH-1:0] next_pc_o
 );
    always_comb begin
        writeback_data_o = (wbsel_i == 2'b00) ? alu_res_i :
            (wbsel_i == 2'b01) ? memory_data_i :
            (wbsel_i == 2'b10) ? pc_i + 32'd4 :
            (wbsel_i == 2'b11) ? imm_i : {DWIDTH{1'b0}};
        if (pcsel_i || brtaken_i) begin
            next_pc_o = alu_res_i;
        end
        else begin
            next_pc_o = pc_i + 32'd4;
        end
    end
endmodule : writeback
==> run.sh <==
#!/bin/bash
# OpenROAD 26Q1-2900-gdf79404cd8, Yosys 0.63+post, stock flow scripts
make -C /OpenROAD-flow-scripts/flow DESIGN_CONFIG=/design/flow/config.mk WORK_HOME=/design/flow/orfs finish
==> reports/results.ini <==
[status]
outcome=complete, no violations

[setup_path]
cpMostUsedCell=clkdlybuf4s50_1
worst_setup_path_start_kind=input port
arrival_ps=4760
path_cells=clkdlybuf4s50_1, nand3_1, or4_4, nor4_4, xor2_1, mux4_2, clkdlybuf4s50_1
slowest_stage=or4_4
crit_type=input port to primary output
max_stage_delay_ps=590
crit_required_ps=8400
endpoint_kind=primary output
cp_max_fo=11

[clocking]
cts_resized=0
holdBufCountCts=0
post_cts_buffers=0

[final_timing]
rsz0062_at_grt=false
finalHoldViolCount=0
post-route-period-util_pct=65.3
finalSetupTns_ps=0
final_max_slew_viol_count=0
hold_slack_ps=5160
timing.final.ws_setup_ps=3640
worstMarginPinSlew_ps=633
setup_violations=0
max_freq_mhz=146
relSlewSlack_pct=57.8
fin_crit_ps=6860

[route]
viasPerCell=4.33
num_vias=2552
antenna_cells=0
wl_per_cell_microns=18.3
wirelength_microns=10800
final_antenna_net_count=0
drc=0
first_iter_violations=69
drt_first_pass_iters=4

[logic_synthesis]
syn_area_sq_um=1830
yosys-top-cells-area=mux4_2, mux2_2, xnor2_1
ys_area_sq_um=1830
syn_area_per_cell_sq_um=7.91
yosys.cell_types.count=38
largest_area_cell=mux4_2
syn_inst=231
synth_top_cell_by_count=a21oi_1
synth_seq_share_pct=0
yosys_cells=231
yosysWarningCount=1
common_cells=a21oi_1, mux2_2, nor2_1
yosysTopAreaCellShare_pct=17.2

[min_path]
hold_class=input port to primary output

[placement]
io_buffers=196
placedCellCount=589
gp_congestion=0.874
post-place-ws_ps=3650
hpwl_microns=9250

[global_routing]
grt_pass1_vias=2732
grt_max_degree=51
grt_pass1_wl_microns=15900
grt_overflow_total=0
antenna_found_initial=0
gr-usage-all-layers_pct=11.0

[flow_run]
tool_warnings=32
drv_cap=0

[power_and_ir_drop]
max-vdd-ir-drop_mv=0.0145
p_leak_uw=0.00131
power_density_nw_per_um2=39.8

[die]
dieArea_sq_um=18500
fp_util_pct=13.9
io_pins=196
die_w_microns=136
core_area_sq_um=13200
row_count=42
die.size.y_microns=136

[finish]
layout-drive-gt1-share_pct=14.8
nFlopsAndLatches=0
syn_to_final_growth_pct=117
register_area_sq_um=0
final_cells=589
clkbuf_count=0

routing by layer:
layer	track usage [%]	routed length [microns]	vias up
li1	-	-	1259
met1	13.1	4320	1169
met2	20.0	5310	124
met3	3.52	1140	0
met4	0	0	0
met5	0	0	-
critical path: cells and delay by family:
| kind | cells | cell delay, ps |
|---|---|---|
| AND/OR/NAND/NOR | 3 | 1080 |
| buffers and inverters | 2 | 1000 |
| XOR/XNOR | 1 | 110 |
| multiplexers | 1 | 460 |
per-stage QoR:
step / utilization [%] / area, sq um / total power [uW]
after global routing: 30.0 / 3960 / 172
after global placement: 30.0 / 3960 / 160
final: 30.0 / 3960 / 158
after floorplan: - / 1830 / 46.9
after detailed placement: 30.0 / 3960 / 160
after CTS: 30.0 / 3960 / 162
area by class of cell:
cell class                      count  area (sq um)
Tap cell                          176           220
Fill cell                        1371          9230
Timing Repair Buffer              200          1980
Multi-Input combinational cell    209          1740
Inverter                            4          15.0
worst paths after layout:
check | start | endpoint | slack (ps) | depth (start not counted)
hold / removal | alu_res_i[29] | next_pc_o[29] | 5160 | 4
setup / recovery | pc_i[8] | writeback_data_o[25] | 3640 | 7
cells by family after synthesis:
family | share of synthesized area [%]
AOI/OAI and AO/OA | 17.1
adders and majority gates | 0.684
muxes | 36.6
and+or+nand+nor | 27.2
buffers and inverters | 5.06
xor gates and xnor gates | 13.4
where the power goes:
group	switching [uW]	leakage (uW)	internal [uW]	total, uW
Sequential	0	0	0	0
Combinational	48.8	0.00131	109	158
Clock	0	0	0	0
cells in the final DEF (no fill, tap or decap), types with 3 or more instances in the layout:
cell	synthesis	routed
nor2_1	21	20
o22ai_1	12	12
nor3_1	3	3
buf_4	0	4
o221ai_1	4	4
nor2b_1	3	3
inv_1	4	4
xnor2_1	20	20
nand3_1	12	12
nor4_2	6	6
mux2_2	26	26
nand2_1	10	10
mux2i_1	6	6
a21oi_1	34	34
mux4_2	14	14
clkdlybuf4s50_1	0	194
xor2_1	8	8
nand4_1	5	5
Power is estimated from default activity; no workload was simulated.
