==> design/flow/design.v <==
package constants_pkg;
typedef enum logic [1:0] {
    ADD = 2'b00,
    SUB = 2'b01,
    AND = 2'b10,
    OR =  2'b11
} aluSel_e  ;
endpackage
 module register_file #(
     parameter int DWIDTH=32
 )(
     input logic clk,
     input logic rst,
     input logic [4:0] rs1_i,
     input logic [4:0] rs2_i,
     input logic [4:0] rd_i,
     input logic [DWIDTH-1:0] datawb_i,
     input logic regwren_i,
     output logic [DWIDTH-1:0] rs1data_o,
     output logic [DWIDTH-1:0] rs2data_o
 );
    logic [DWIDTH - 1:0] x [DWIDTH-1:0];
    always_ff @(posedge clk) begin
        if (rst) begin
            for (int i = 0; i < 32; i++) begin
                x[i] <= {DWIDTH{1'b0}};
            end
            x[2] <= 32'h01100000;
        end
        else if (regwren_i && rd_i != 0) begin
            x[rd_i] <= datawb_i;
        end
    end
    always_comb begin
        rs1data_o = x[rs1_i];
        rs2data_o = x[rs2_i];
    end
endmodule : register_file
==> design/flow/run.sh <==
#!/bin/bash
# OpenROAD 26Q1-2900-gdf79404cd8, Yosys 0.63+post, stock flow scripts
make -C /OpenROAD-flow-scripts/flow DESIGN_CONFIG=/design/flow/config.mk WORK_HOME=/design/flow/orfs finish
==> design/flow/config.mk <==
export PLATFORM = sky130hd
export DESIGN_NAME = register_file
export DESIGN_NICKNAME = register_file
export VERILOG_FILES = /design/flow/design.v
export SDC_FILE = /design/flow/constraint.sdc
export NUM_CORES = 4
export LEC_CHECK = 1
export CORE_UTILIZATION = 50
==> design/flow/constraint.sdc <==
current_design register_file

set clk_period 14.4
set clk_io_pct 0.2

create_clock -name clk0 -period $clk_period [get_ports {clk}]

set non_clock_inputs [all_inputs -no_clocks]
set_input_delay [expr $clk_period * $clk_io_pct] -clock clk0 $non_clock_inputs
set_output_delay [expr $clk_period * $clk_io_pct] -clock clk0 [all_outputs]
==> results.yml <==
# yosys + openroad results
outcome:
  status: "finished clean"
layout:
  largest_registers: "x: 1024 flops"
  final.fill_count: 9060
  largest_reg_flops: 1024
  final_cells: 6171
  final_area_um2: 61700
  post_route_cells_drive_above_1_share_pct: 8.39
  area_growth_pct: 9.97
  largest-register: "x"
  utilization_pct: 55.6
logic_synthesis:
  synth_chip_area_um2: 56200
  synth.distinct_cells: 31
  synthArstFlopShare_pct: 0
  yosys_most_used_dff: "edfxtp_1"
  top_cell_area_share_pct: 54.8
  postSynthCellCount: 4605
  syn_avg_cell_area_um2: 12.2
  ys_top_cells_by_count: "1024 x edfxtp_1, 1024 x mux2i_1, 992 x and2_1"
  synth.yosys.warnings: 1
  largest_area_cell: "edfxtp_1"
  seq_area_frac_synth_pct: 54.8
  ys_cells: 4605
  edf_count: 1024
  area_leaders: "edfxtp_1 55%, mux2i_1 18%, and2_1 11%"
  ys.flops: 1024
  syn-cell-area_um2: 56200
floorplan:
  io_pins: 114
  coreArea_um2: 111000
  dieHeight_um: 337
  initCoreUtil_pct: 50.6
  die-area_um2: 114000
  num_rows: 122
  die_w_um: 337
final_timing:
  tns_ns: 0
  worst_pin_slew_ns: 0.999
  finalHoldViolations: 0
  fin_crit_sh_pct: 68.0
  whs_ns: 2.83
  setup_viol: 0
  period_needed_ns: 9.80
  clock.fmax_mhz: 102
  slew_headroom_pct: 33.4
  worst_slack_ns: 4.60
  slew_viol_final: 0
  rsz0062_at_grt: "false"
power_and_ir_drop:
  p_sw_mw: 1.85
  p_int_mw: 5.29
  power_frac_seq_pct: 49.4
  switching_share_pct: 25.9
  power_density_nw_per_um2: 116
  pwr-share-clk_pct: 38.5
  totalPowerFinal_mw: 7.14
  vdd_drop_max_mv: 0.0916
  p_leak_nw: 24.0
  p_comb_share_pct: 12.2
cts:
  clockBufferDepth: 3
  h-tree-depth: 3
  post_cts_resized: 0
  post_cts.repair.setup_buffers: 0
  cts-root-buf: "clkbuf_16"
  path_clk_slew_ns: 0.06
  ctsHoldBuffers: 0
  cts_tree: "built"
  clkSinkCount: 1024
  numCtsBuffers: 117
detailed_routing:
  viasPerCell: 6.22
  drc: 0
  antenna_left: 0
  routed_wl_um: 202000
  drtIter0Drc: 2652
  drt_pre_antenna_iters: 5
  wl_per_cell_um: 32.7
  vias: 38400
job:
  drv_cap: 0
  warning_count: 26
global_route:
  grtUsageTotal_pct: 38.9
  grt.overflow.total: 0
  grt_max_degree: 79
  grt_pass1_vias: 38800
  grt_pass1_wl_um: 283000
  antenna_found_initial: 11
worst_hold_path:
  hold_path_class: "in -> reg"
placement:
  dp_cells: 5947
  gp_congestion: 0.893
  dpl_worst_slack_ns: 4.77
  port_buffers: 113
  hpwl_um: 109000
  placed_area_um2: 58300
setup_path:
  worstPathMaxFanout: 38
  required_ns: 11.52
  crit_path_start_kind: "input pin"
  cp.arrival_ns: 6.92
  critPathCaptureType: "output pin"
  critPathKind: "in -> out"
[cells in the final DEF, fill, tap and decap left out, types with 9 or more instances in the layout]
cell / n
clkinv_2: 22
mux2i_1: 1024
clkbuf_16: 120
clkinv_1: 30
a22o_1: 128
a22oi_1: 192
a31oi_1: 64
nand3_1: 193
nand2_1: 193
edfxtp_1: 1024
or2_2: 33
conb_1: 32
nor3_1: 64
and2_1: 990
nor2_4: 33
buf_4: 154
diode_2: 9
clkdlybuf4s50_1: 110
a21oi_1: 192
clkbuf_1: 36
[per-layer routing]
metal  part of all wire [%]  GRT usage (%)  up-vias
li1                       -              -    16800
met1                     35           50.1    18700
met2                     44           54.6     2379
met3                     16           24.8      512
met4                    5.2           15.4       16
met5                   0.13           1.36        -
[power by group through the flow]
stage	combinational (mW)	clock (mW)	sequential, mW
CTS	0.857	2.77	3.52
global route	0.914	2.88	3.54
finish	0.869	2.74	3.52
[critical path: stages]
cell             delay [ns]
clkdlybuf4s50_1        0.61
and2_4                 0.65
buf_4                  0.68
buf_4                  0.58
a22o_1                 0.24
nor3_1                 0.05
a31oi_1                0.47
nand3_1                0.21
clkdlybuf4s50_1        0.46
[area by class of cell]
cell class,count,area (um^2),area share (%)
repair buffers,269,2330,3.78
clock inverters,59,310,0.503
well taps,1488,1860,3.02
flip-flops and latches,1024,30700,49.8
diodes,9,22.5,0.0365
clock buffers,156,3140,5.08
multi-input cells,3166,23300,37.8
[cells by family after synthesis]
logic type / Yosys count / share of synthesized area [%]
buf+inv: 446 / 4.26
simple gates: 1534 / 15.7
compound gates: 576 / 6.99
other cells: 1 / 0.00668
flops: 1024 / 54.8
mux: 1024 / 18.3
[worst paths after layout]
path / from / endpoint / cells after the start / slack, ns
min: rst / x[0][31] / 2 / 2.83
max: rs1_i[0] / rs1data_o[11] / 9 / 4.60
Power and IR drop assume default switching activity.
