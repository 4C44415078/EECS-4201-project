--- ./design.v ---
package constants_pkg;
typedef enum logic [1:0] {
    ADD = 2'b00,
    SUB = 2'b01,
    AND = 2'b10,
    OR =  2'b11
} aluSel_e  ;
endpackage
parameter logic [31:0] ZERO = 32'd0;
module decode #(
    parameter int DWIDTH=32,
    parameter int AWIDTH=32
)(
	input logic clk,
	input logic rst,
	input logic [DWIDTH - 1:0] insn_i,
	input logic [AWIDTH - 1:0] pc_i,
    output logic [AWIDTH-1:0] pc_o,
    output logic [DWIDTH-1:0] insn_o,
    output logic [6:0] opcode_o,
    output logic [4:0] rd_o,
    output logic [4:0] rs1_o,
    output logic [4:0] rs2_o,
    output logic [6:0] funct7_o,
    output logic [2:0] funct3_o,
    output logic [4:0] shamt_o,
    output logic [DWIDTH-1:0] imm_o
);	
    always_comb begin
        pc_o = pc_i;
        insn_o = insn_i;
        opcode_o = insn_i[6:0];
        funct3_o = insn_i[14:12];
        rd_o = (insn_i[6:0] != 7'b0100011 && insn_i[6:0] != 7'b1100011) ? insn_i[11:7] : 5'd0;
        rs1_o = (insn_i[6:0] != 7'b0010111 && insn_i[6:0] != 7'b0110111 && insn_i[6:0] != 7'b1101111) ? insn_i[19:15] : 5'd0;
        rs2_o = (insn_i[6:0] == 7'b0110011 || insn_i[6:0] == 7'b0100011 || insn_i[6:0] == 7'b1100011) ? insn_i[24:20] : 5'd0;
        funct7_o = (insn_i[6:0] == 7'b0110011) ? insn_i[31:25] :
           ((insn_i[6:0] == 7'b0010011) && 
           (insn_i[14:12] == 3'h1 || insn_i[14:12] == 3'h5)) ? insn_i[31:25] : 7'd0;
    end
endmodule : decode
--- ./run.sh ---
#!/bin/bash
# OpenROAD 26Q1-2900-gdf79404cd8, Yosys 0.63+post, stock flow scripts
make -C /OpenROAD-flow-scripts/flow DESIGN_CONFIG=/design/flow/config.mk WORK_HOME=/design/flow/orfs finish
--- ./config.mk ---
export PLATFORM = sky130hd
export DESIGN_NAME = decode
export DESIGN_NICKNAME = decode
export VERILOG_FILES = /design/flow/design.v
export SDC_FILE = /design/flow/constraint.sdc
export NUM_CORES = 4
export LEC_CHECK = 1
export CORE_AREA = 10 10 85 85
export DIE_AREA = 0 0 95 95
--- ./constraint.sdc ---
current_design decode

set clk_period 2.1
set clk_io_pct 0.2

create_clock -name clk0 -period $clk_period

set non_clock_inputs [all_inputs -no_clocks]
set_input_delay [expr $clk_period * $clk_io_pct] -clock clk0 $non_clock_inputs
set_output_delay [expr $clk_period * $clk_io_pct] -clock clk0 [all_outputs]
==> summary.rpt <==
RUN METRICS
----------------------------------------------------
[Outcome]
  Run status ........................ complete, no violations

[Flow run]
  Max-capacitance violation count ........................ 0
  OpenROAD warning count ........................ 35

[Global routing]
  Number of global-route vias before repair ........................ 909
  Maximum number of pins on one net before global-route repair ........................ 6
  Initial antenna violation count ........................ 0
  Congestion Overflow GR ........................ 0
  First-pass GRT wire length ........................ roughly 4900 um
  Total routing usage reported by global routing ........................ between 6 and 7%

[Place]
  Post-Place Setup Slack ........................ -566 ps
  DP Wirelength ........................ around 3200 um
  Global placer's final weighted congestion ........................ a little under 0.8
  Placed insts ........................ between 200 and 250
  # port buffers ........................ 93

[Synthesis]
  Mean post-synth cell area ........................ between 7 and 8 um^2
  Chip area line of the yosys report ........................ about 1100 um^2
  # Cells Yosys ........................ between 100 and 150
  Synthesis Warnings ........................ 38
  Gate count of the mapped netlist ........................ approximately 150
  Number of different library cells in the post-synthesis netlist ........................ 14
  Cell area after synthesis ........................ 1090 um^2
  Seq share, synth ........................ 0%

[Power and ir drop]
  LEAKAGE ........................ roughly 0.73 nW
  Total power density per cell area ........................ around 130 nW/um^2
  Worst IR Drop VDD ........................ 0.0000468 V

[Die]
  Core Rows ........................ 27
  Die Span X ........................ 95 um
  Init Core Util ........................ 20.0%
  Area of the core ........................ 5470 um^2
  Number of top-level design ports ........................ approximately 200
  Chip area ........................ 9030 um^2
  Chip height ........................ roughly 95 um

[Drt]
  Pre-antenna DRT Iters ........................ 2
  First DRT Iteration DRCs ........................ 3
  Post-Route M1 WL ........................ 1320 um
  Detail Route met3 WL ........................ approximately 440 um
  Highest signal layer in the routed design ........................ met4
  Total Wirelength ........................ about 3500 um
  Number of inserted diodes ........................ 0
  Total length of routed met2 wires ........................ approximately 1700 um
  Final routed DRC violation total ........................ 0
  Routed wire per std cell ........................ between 10 and 15 um
  Vias after detailed routing ........................ just under 800
  Vias per std cell ........................ about 3.1
  Remaining antenna violation count after routing ........................ 0

[Setup path]
  Crit path max fanout ........................ 4
  Required time reported for the critical path endpoint ........................ 1680 ps
  Delay contributed by the slowest stage of the critical path ........................ ~470 ps
  Ordered cell list for the critical path ........................ clkdlybuf4s15_2, nor2b_1, o2111a_2, a21boi_2, clkdlybuf4s50_1
  Worst path arrival time ........................ approximately 1700 ps
  Crit path buf inv count ........................ 2
  Startpoint Class ........................ input port
  Gate family responsible for the most delay along the worst path ........................ buffers and inverters
  Worst Setup Path Type ........................ in2out
  Worst-path cell with the longest stage delay ........................ sky130_fd_sc_hd__clkdlybuf4s50_1
  Critical path capture point type ........................ primary output

[Final timing]
  Final count of negative-setup-slack endpoints ........................ 0
  Final worst setup slack ........................ around 29 ps
  Total negative setup slack ........................ 0 ps
  RSZ-0062 raised after global routing ........................ true
  Final period util ........................ between 90 and 100%
  Final Hold Fails ........................ 0
  Fin Hold WS ........................ roughly 840 ps
  Final Max Tran Viols ........................ 0
  Max Clk Rate ........................ 0.483 GHz
  Clock period minus final worst setup slack ........................ just over 2000 ps

[Clock tree]
  Number of buffers added to fix hold violations after cts ........................ 0

[Layout]
  Layout clock buffers ........................ 0
  Fraction of final layout cells sized beyond drive strength 1 ........................ slightly below 30%
  Number of cells in the finished layout apart from fillers ........................ 251
  Flip-flops ........................ 0
  Area added between synthesis and finish ........................ 39.9%
  Register area ........................ 0 um^2

[Hold path]
  Min-Delay Path Class ........................ in2out

----------------------------------------------------
through the flow:
step                      util, %  power (mW)  cell area (um^2)
after floorplan                 -       0.149              1230
after global placement       27.5       0.210              1510
after detailed placement     27.5       0.209              1510
after CTS                    28.5       0.209              1560
after global routing         27.9       0.225              1530
final                        27.9       0.202              1530
cell type report:
class / instances / area, um^2
fillers: 599 / 3950
inverters: 2 / 7.51
multi-input cells: 68 / 439
well taps: 72 / 90.1
repair buffers: 109 / 991
per-layer routing:
layer | vias up | track usage (%)
met4 | 0 | 1.12
met1 | 322 | 8.29
met3 | 7 | 2.32
met5 | - | 0
li1 | 377 | -
met2 | 73 | 10.9
what timing repair did:
item | in CTS | in global routing
endpoints found under the setup margin | 22 | 15
endpoints found under the hold margin | 0 | 0
gates resized | 88 | 15
buffers inserted | 7 | 0
pin swaps | 13 | 4
cells in the mapped netlist (all sizes together):
cell type | number | area (um^2)
nand3b | 1 | 7.51
nand2b | 1 | 6.26
conb | 1 | 3.75
a21boi | 5 | 37.5
a2111oi | 1 | 27.5
nand2 | 1 | 3.75
o2111a | 1 | 11.3
nor2b | 1 | 6.26
inv | 2 | 7.51
a211oi | 1 | 7.51
nand4bb | 1 | 27.5
buf | 111 | 833
and2 | 17 | 106
or3 | 1 | 6.26
cell usage in the layout, fill, tap and decap left out, drive strengths merged, types with 2 or more instances in the layout:
cell and instances:
clkdlybuf4s15 6, and2 17, conb 37, a21boi 5
inv 2, dlygate4sd2 9, buf 27, clkdlybuf4s50 63
clkbuf 4
kinds of logic (layout without fill, tap and decap cells):
| family | count (synthesis) | in the layout | synth area share (%) |
|---|---|---|---|
| simple gates | 23 | 23 | 15.0 |
| other cells | 1 | 37 | 0.343 |
| buf+inv | 113 | 111 | 77.0 |
| compound gates | 8 | 8 | 7.68 |
where the power goes:
part | leakage [nW] | switching, mW | total (mW) | internal [mW]
registers | 0 | 0 | 0 | 0
logic | 0.730 | 0.0511 | 0.202 | 0.151
clock network | 0 | 0 | 0 | 0
total | 0.730 | 0.0511 | 0.202 | 0.151
final timing paths:
check | startpoint | end | depth (start not counted)
min | pc_i[0] | pc_o[0] | 0
max | insn_i[4] | rs1_o[2] | 5
Power and IR drop assume default switching activity.
